==> flow/design.v <==
`timescale 1ns/1ps
module fifo(clk,reset,wr_en,rd_en,din,dout,full,empty);
  input clk,reset;
  input wr_en,rd_en;
  input [7:0]din;
  output [7:0]dout;
  output full,empty;
  reg [7:0]mem[0:15]; 
  wire clk,reset;
  wire wr_en,rd_en;
  wire [7:0]din;
  reg [7:0]dout;
  wire full,empty;
  reg [4:0]addr;
  integer i;
  assign full = (addr ==5'b10000) ? 1'b1 : 1'b0;
  assign empty = (addr ==5'b00000) ? 1'b1 : 1'b0;
  always@(posedge clk)
    begin
      if(reset)
        begin
        	addr = 4'b0000;
      		for(i=0;i<=15;i=i+1) 
        		mem[i] = 8'b0;
        end
      else if(wr_en | rd_en) 
        begin
          if(wr_en && (!full))
            begin
            	mem[addr]=din;
            	addr = addr + 1;
            end
          else
            if(rd_en && (!empty))
              begin
                dout =mem[0];
                mem[0] = mem[1];
                mem[1] = mem[2];
                mem[2] = mem[3];
                mem[3] = mem[4];
                mem[4] = mem[5];
                mem[5] = mem[6];
                mem[6] = mem[7];
                mem[7] = mem[8];
                mem[8] = mem[9];
                mem[9] = mem[10];
                mem[10] = mem[11];
                mem[11] = mem[12];
                mem[12] = mem[13];
                mem[13] = mem[14];
                mem[14] = mem[15];
                mem[15] = 8'b0;
                   addr = addr - 1;         
              end
        end
    end
endmodule
==> flow/run.sh <==
#!/bin/bash
# OpenROAD 26Q1-2900-gdf79404cd8, Yosys 0.63+post, stock flow scripts
make -C /OpenROAD-flow-scripts/flow DESIGN_CONFIG=/design/flow/config.mk WORK_HOME=/design/flow/orfs finish
==> flow/config.mk <==
export PLATFORM = sky130hd
export DESIGN_NAME = fifo
export DESIGN_NICKNAME = fifo
export VERILOG_FILES = /design/flow/design.v
export SDC_FILE = /design/flow/constraint.sdc
export NUM_CORES = 4
export LEC_CHECK = 1
export CORE_UTILIZATION = 50
==> flow/constraint.sdc <==
current_design fifo

set clk_period 20.0
set clk_io_pct 0.2

create_clock -name clk0 -period $clk_period [get_ports {clk}]

set non_clock_inputs [all_inputs -no_clocks]
set_input_delay [expr $clk_period * $clk_io_pct] -clock clk0 $non_clock_inputs
set_output_delay [expr $clk_period * $clk_io_pct] -clock clk0 [all_outputs]
==> impl_metrics.sql <==
-- implementation run metrics
INSERT INTO impl_metrics (metric_group, metric, value, unit) VALUES
('clock_network', 'clock-sinks', '141', ''),
('placed_design', 'place.detailed.instances', '848', ''),
('drt', 'detail_route.first_pass.iterations', '5', ''),
('drt', 'ant_nets', '0', ''),
('global_routing', 'grt_usage', '25.8', '%'),
('clock_network', 'cts_setup_buffers', '0', ''),
('power', 'power.share.combinational', '33.0', '%'),
('drt', 'post-route-drc-count', '0', ''),
('timing', 'timing_worst_slew_pin_value', '0.942', 'ns'),
('timing', 'fin_tns_setup', '0', 'ns'),
('finish', 'lay_top_cells', 'sky130_fd_sc_hd__dfxtp_1 (133), sky130_fd_sc_hd__a21oi_1 (126), sky130_fd_sc_hd__nor2_1 (73), sky130_fd_sc_hd__a221oi_1 (40), sky130_fd_sc_hd__a211oi_1 (36)', ''),
('logic_synthesis', 'yosysUniqueCellTypes', '49', ''),
('clock_network', 'cts_tree', 'yes', ''),
('global_routing', 'maximum_number_of_pins_on_one_net_before_global_route_repair', '70', ''),
('timing', 'hold_violations', '0', ''),
('critical_path', 'path_buffers', '5', ''),
('die', 'core_region_area', '0.0127', 'mm2'),
('run', 'warnings', '25', ''),
('logic_synthesis', 'post_synth_instance_area', '0.00659', 'mm2'),
('finish', 'layout_top_cell', 'sky130_fd_sc_hd__dfxtp_1', ''),
('power', 'switching_share', '35.6', '%'),
('power', 'pwr_density_cell', '147', 'mW/mm2'),
('critical_path', 'worstSetupPathType', 'in2reg', ''),
('die', 'rows', '41', ''),
('drt', 'postRouteWirelength', '16.2', 'mm'),
('placed_design', 'port_buffers', '21', ''),
('clock_network', 'cts_buffers', '17', ''),
('drt', 'post_drt_wl_per_cell', '18.4', 'um'),
('power', 'p_int', '0.704', 'mW'),
('logic_synthesis', 'synth-seq-area-share', '44.0', '%'),
('min_path', 'hold_path.class', 'reg2reg', ''),
('critical_path', 'worstPathMaxFanout', '68', ''),
('finish', 'syn2layout_area_growth', '12.5', '%'),
('power', 'pwr-share-clk', '26.6', '%'),
('logic_synthesis', 'synthArstFlopShare', '0', '%'),
('drt', 'drt_first_iter_violations', '392', ''),
('critical_path', 'path_common_cell', 'sky130_fd_sc_hd__a211oi_1', ''),
('power', 'power_frac_seq', '40.5', '%'),
('die', 'fp.dieW', '117', 'um'),
('finish', 'filler_cell_count_in_the_final_layout', '1104', ''),
('logic_synthesis', 'synth-warning-count', '2', ''),
('die', 'pin_count', '22', ''),
('critical_path', 'cpLargestDelayFamily', 'buffers and inverters', ''),
('timing', 'fin_worst_skew', '0.00479', 'ns'),
('logic_synthesis', 'edf_count', '8', ''),
('drt', 'routed_via_density', '6.33', ''),
('critical_path', 'critical_path.startpoint_type', 'input pin', ''),
('logic_synthesis', 'syn_area_per_cell', '9.27', 'um2'),
('power', 'leakage', '2.60', 'nW'),
('power', 'max-vdd-ir-drop', '0.0000898', 'V'),
('critical_path', 'crit_path_max_incr_delay', '0.74', 'ns'),
('global_routing', 'overflow_left_after_global_routing', '0', ''),
('status', 'outcome', 'completed', ''),
('clock_network', 'clkTransAtPathRegs', '0.06', 'ns'),
('timing', 'final-setup-viol-count', '0', ''),
('placed_design', 'gp_routability_congestion', '0.834', ''),
('timing', 'drv_slew', '0', ''),
('die', 'starting_density_of_the_core', '51.8', '%'),
('clock_network', 'clock-root-buffer', 'sky130_fd_sc_hd__clkbuf_16', ''),
('logic_synthesis', 'yosys_register_bits', '141', ''),
('global_routing', 'grt_first_pass_wirelength', '26.6', 'mm'),
('critical_path', 'timing.critical_path.cells', 'clkdlybuf4s50_1, buf_4, inv_2, a21oi_1, clkinv_2, buf_4, fa_1, a21o_1, a211oi_1, a211oi_1, a211oi_1', ''),
('global_routing', 'first_global_vias', '5161', ''),
('critical_path', 'cp.arrival', '7.89', 'ns'),
('clock_network', 'htree_num_levels', '4', ''),
('run', 'max_cap_violations', '0', ''),
('clock_network', 'insertion_delay', '0.41', 'ns'),
('die', 'design.die.area', '0.0136', 'mm2'),
('clock_network', 'hold_buffers', '0', ''),
('die', 'die.size.y', '117', 'um'),
('logic_synthesis', 'syn_inst', '711', '');
[stage by stage]
step                power (mW)  utilization, %  instance area, um2  setup slack (ns)  hold slack, ns
finish                    1.09            58.3                7410             12.43           0.431
global route              1.17            58.3                7410             12.02           0.450
CTS                       1.10            58.3                7410             12.45           0.432
detailed placement       0.805            54.0                6870             12.05           0.419
global placement         0.797            54.0                6870             12.15           0.420
floorplan                0.720               -                6590             13.77           0.409
[Yosys cell counts (3+ instances only)]
cell type,number,area share [%]
sky130_fd_sc_hd__ha_1,3,0.57
sky130_fd_sc_hd__nor3_1,24,1.8
sky130_fd_sc_hd__a2111oi_0,8,1.1
sky130_fd_sc_hd__o31ai_1,18,2.1
sky130_fd_sc_hd__a221oi_2,24,5.5
sky130_fd_sc_hd__a221oi_1,40,5.3
sky130_fd_sc_hd__and2_1,4,0.38
sky130_fd_sc_hd__buf_2,18,1.4
sky130_fd_sc_hd__dfxtp_1,133,40
sky130_fd_sc_hd__a21o_1,5,0.57
sky130_fd_sc_hd__o221a_2,10,1.7
sky130_fd_sc_hd__nand2_1,6,0.34
sky130_fd_sc_hd__nor2_1,73,4.2
sky130_fd_sc_hd__a41o_1,8,1.2
sky130_fd_sc_hd__inv_1,26,1.5
sky130_fd_sc_hd__a211oi_1,44,5.0
sky130_fd_sc_hd__clkbuf_1,44,2.5
sky130_fd_sc_hd__o21ai_0,3,0.23
sky130_fd_sc_hd__edfxtp_1,8,3.6
sky130_fd_sc_hd__a21boi_1,3,0.34
sky130_fd_sc_hd__o311ai_0,16,2.1
sky130_fd_sc_hd__nand2b_1,19,1.8
sky130_fd_sc_hd__buf_1,7,0.40
sky130_fd_sc_hd__a21oi_1,126,9.6
sky130_fd_sc_hd__o21ai_4,5,1.2
[power groups by stage]
stage	combinational (mW)	sequential, mW	clock (mW)
4_1_cts	0.360	0.443	0.295
5_1_grt	0.401	0.455	0.309
6_report	0.360	0.443	0.290
[worst reg2reg max path: stages, from the launching register on]
cell and delay [ns]:
sky130_fd_sc_hd__dfxtp_1 0.80, sky130_fd_sc_hd__nor4_2 0.13, sky130_fd_sc_hd__buf_4 0.22, sky130_fd_sc_hd__a21oi_1 0.39
sky130_fd_sc_hd__clkinv_2 0.74, sky130_fd_sc_hd__buf_4 0.61, sky130_fd_sc_hd__fa_1 0.53, sky130_fd_sc_hd__a21o_1 0.20
sky130_fd_sc_hd__a211oi_1 0.28, sky130_fd_sc_hd__a211oi_1 0.08, sky130_fd_sc_hd__a211oi_1 0.21
[registers in the layout (all words and copies together) (netlist names)]
name  count
mem     128
dout      8
addr      5
[worst paths after layout]
path,end,slack [ns],from
worst min-delay path,dout[6],0.43,mem[0][6]
worst max-delay path,addr[4],12.43,wr_en
worst min register to register,dout[6],0.43,mem[0][6]
worst max register to register,addr[4],15.73,addr[0]
[cells by family (layout without fill, tap and decap cells)]
group / count (synthesis) / in the layout / synth area share (%)
compound gates: 322 / 322 / 38.1
xor+xnor: 2 / 2 / 0.266
fa+ha+maj: 4 / 4 / 0.873
buf+inv: 102 / 99 / 6.51
flops: 141 / 141 / 44.0
simple gates: 140 / 140 / 10.2
[routing by layer]
metal | vias to the layer above | global-route usage, % | part of all wire [%]
met1 | 2688 | 40.3 | 48
li1 | 2726 | - | -
met3 | 11 | 5.24 | 5.5
met4 | 0 | 2.28 | 0.93
met2 | 141 | 40.0 | 46
met5 | - | 0 | 0
[final cells by class]
class                   count  area [um2]  area share, %
clock buffers              26         489           6.60
clock inverters             6        60.1          0.810
inverters                  28         106           1.43
multi-input cells         468        3300           44.5
flip-flops and latches    141        2900           39.1
well taps                 172         215           2.90
repair buffers             39         343           4.62
Power is estimated from default activity; no workload was simulated.
