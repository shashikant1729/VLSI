## flow/config.mk

```make
export PLATFORM = sky130hd
export DESIGN_NAME = carry_lookahead_adder
export DESIGN_NICKNAME = carry_lookahead_adder
export VERILOG_FILES = /design/flow/design.v
export SDC_FILE = /design/flow/constraint.sdc
export NUM_CORES = 4
export LEC_CHECK = 1
export CORE_AREA = 10 10 70 70
export DIE_AREA = 0 0 80 80
```

## flow/constraint.sdc

```tcl
current_design carry_lookahead_adder

set clk_period 3.8
set clk_io_pct 0.2

create_clock -name clk0 -period $clk_period

set non_clock_inputs [all_inputs -no_clocks]
set_input_delay [expr $clk_period * $clk_io_pct] -clock clk0 $non_clock_inputs
set_output_delay [expr $clk_period * $clk_io_pct] -clock clk0 [all_outputs]
```

## flow/design.v

```verilog
module carry_lookahead_adder(
    input [3:0] A,          
    input [3:0] B,          
    input Cin,              
    output [3:0] Sum,       
    output Cout             
);
    wire [3:0] P;           
    wire [3:0] G;           
    wire [3:0] C;           
    assign P = A ^ B;       
    assign G = A & B;       
    assign C[0] = Cin;      
    assign C[1] = G[0] | (P[0] & C[0]);
    assign C[2] = G[1] | (P[1] & C[1]);
    assign C[3] = G[2] | (P[2] & C[2]);
    assign Cout = G[3] | (P[3] & C[3]);
    assign Sum = P ^ C;
endmodule
```

## flow/run.sh

```bash
#!/bin/bash
# OpenROAD 26Q1-2900-gdf79404cd8, Yosys 0.63+post, stock flow scripts
make -C /OpenROAD-flow-scripts/flow DESIGN_CONFIG=/design/flow/config.mk WORK_HOME=/design/flow/orfs finish
```

==> impl_metrics.tcl <==
# metrics dict for downstream scripts
set metrics [dict create \
    status "finished clean" \
    ant_nets 0 \
    vias 127 \
    grt_pass1_wl_um 669 \
    max_slew_margin_pct 93.38 \
    fin_area_sq_um 326.6 \
    hold_depth 5 \
    logic_area_sq_um 90.09 \
    vdd_ir_drop_max_uv 34.66 \
    syn_area_sq_um 117.6 \
    clock_buffers 0 \
    avgSynthCellArea_sq_um 8.401 \
    rsz0062_at_grt "no" \
    antenna_found_initial 0 \
    start_kind "input port" \
    core_area_sq_um 3416 \
    grt_max_degree 2 \
    flop_area_sq_um 0 \
    fin_crit_sh_pct 96.47 \
    setup_ws_ns 0.1341 \
    max_cap_viol_count 0 \
    clockPowerShare_pct 0 \
    clock.fmax_ghz 0.2728 \
    slew_violations 0 \
    yosys_cells 14 \
    dieHeight_um 80 \
    use_met1_pct 1.670 \
    synthCells 14 \
    holdPathEnd "Cout" \
    leakage_uw 0.0001412 \
    ys_warn_count 0 \
    internal_power_uw 26.20 \
    holdBufCountCts 0 \
    cp_top_family "adder cells" \
    syn2layout_area_growth_pct 177.7 \
    dr.pass1.iters 1 \
    pre_cts_slack_ns -0.2218 \
    whs_ns 2.325 \
    use_met2_pct 1.846 \
    seq_power_share_pct 0 \
    crit_top_cell "fa_2" \
    p_switching_uw 11.17 \
    warnings 32 \
    finalHoldViolCount 0 \
    die_area_sq_um 6400 \
    dp_hpwl_um 432.3 \
    ys_seq_share_pct 0 \
    postCtsSetupBuffers 0 \
    crit_buf_inv 6 \
    setup_viol 0 \
    required_ns 3.04 \
    grt-busiest-layer "met2" \
    dpl-instance-area_sq_um 315.3 \
    fin_tns_setup_ns 0 \
    fp.dieW_um 80 \
    hold_path_startpoint "B[3]" \
    drt_iter0_markers 0 \
    layout-drive-gt1-share_pct 25.00 \
    fill_cells 400 \
    worst-path-max-fanout 1 \
    numPortBuffers 14 \
    cp_num_cells 10 \
    met3_usage_pct 1.023 \
    ioPinCount 14 \
    worstPathArrival_ns 2.91 \
    worst-slew-pin-transition_ns 0.09898 \
    route.detailed.drc 0 \
    cp_cell_sequence "clkdlybuf4s50_1 -> inv_2 -> fa_2 -> inv_2 -> fa_2 -> fa_2 -> inv_1 -> fa_2 -> inv_1 -> dlygate4sd2_1" \
    via_per_inst 1.716 \
    ys_chip_area_sq_um 117.6 \
    post-route-min-period_ns 3.666 \
    crit_type "in2out" \
    num_antenna_cells 0 \
    hp-class "in2out" \
    end_kind "primary output" \
    place.gp.congestion 0.7830 \
    yosysUniqueCellTypes 2 \
    worst_path_largest_cell_delay_ns 0.51 \
    p_sw_share_pct 29.89 \
    core_util_floorplan_pct 3.443 \
    cp_slowest_cell "fa_2" \
    wirelength_um 433 \
    grt_pass1_vias 131 \
    gr-usage-all-layers_pct 1.322 \
    wire_per_inst_um 5.851 \
    combinationalPowerShare_pct 100.0 \
    power.density_nw_per_um2 114.4 \
    seq_cells 0 \
    grt-ovfl-total 0 \
    rows 21 \
    final_util_pct 9.560 \
]
-- per-layer routing --
metal | share of wire [%] | vias to the layer above
met5 | 0 | -
met4 | 0 | 0
met3 | 26 | 0
met2 | 31 | 13
met1 | 43 | 54
li1 | - | 60
-- what timing repair did --
action,CTS,global route
endpoints found under the hold margin,0,0
cloned,0,0
resized,8,1
setup endpoints to repair,2,2
pin swaps,3,3
-- placed cells by master, fill, tap and decap left out, drive strengths merged --
cell,synthesis,layout
clkdlybuf4s50,0,12
inv,10,10
dlymetal6s2s,0,1
dlygate4sd2,0,1
fa,4,4
-- tightest hold or removal path: cells and delay by family --
family,cells,cell delay (ns)
adders and majority gates,1,0.18
buffers and inverters,4,0.62
-- worst max path at each step --
stage                 from      to  slack, ns
after CTS             B[0]    Cout       0.01
after global routing   Cin  Sum[3]       0.02
final                 A[0]  Sum[3]       0.13
-- metrics by stage --
stage	total power (uW)	std cells
final	37.37	74
after global routing	43.04	74
after CTS	39.91	74
after detailed placement	39.23	74
after global placement	38.00	74
after floorplan	6.885	14
-- power by group through the flow --
stage	clock network (uW)	registers, uW	logic [uW]
CTS	0	0	39.9
global route	0	0	43.0
finish	0	0	37.4
-- synth_stat cells, drive strengths merged --
cell	instances	area, sq um
inv	10	37.54
fa	4	80.08
-- cell families (layout without fill, tap and decap cells) --
group	after synthesis	count (layout)	share of synthesized area (%)
adder cells (fa/ha/maj)	4	4	68.09
buffers and inverters	10	24	31.92
-- layout make-up --
type | instances | share of cell area [%]
repair buffers | 14 | 43.30
multi-input cells | 4 | 27.59
well taps | 46 | 17.62
inverters | 10 | 11.49
Power and IR drop assume default switching activity.
